<file path="/design/flow/config.mk">
export PLATFORM = sky130hd
export DESIGN_NAME = mult_32
export DESIGN_NICKNAME = mult_32
export VERILOG_FILES = /design/flow/design.v
export SDC_FILE = /design/flow/constraint.sdc
export NUM_CORES = 4
export LEC_CHECK = 1
export CORE_UTILIZATION = 50
</file>
<file path="/design/flow/constraint.sdc">
current_design mult_32

set clk_period 7.5
set clk_io_pct 0.2

create_clock -name clk0 -period $clk_period [get_ports {clock}]

set non_clock_inputs [all_inputs -no_clocks]
set_input_delay [expr $clk_period * $clk_io_pct] -clock clk0 $non_clock_inputs
set_output_delay [expr $clk_period * $clk_io_pct] -clock clk0 [all_outputs]
</file>
<file path="/design/flow/design.v">
module control(
	output reg wr_multiplicand,
	output reg wr_product,
	output reg wr_iteration,
	output reg sl_add_shift,
	output reg sl_input,
	output reg sl_iteration,
	input product0,
	input stop,
	input clock,
	input reset);
reg [1:0] current_state, next_state;
localparam	IDLE 		= 2'b00,
				DECIDE	= 2'b01,
				ADD 		= 2'b10,
				SHIFT		= 2'b11;
always @ (posedge clock) begin
	if(reset)
		current_state <= IDLE;
	else 
		current_state <= next_state;
end
always @ (*) begin
	case (current_state)
		IDLE: begin
			next_state = DECIDE;
		end
		DECIDE: begin
			if(stop)
				next_state = DECIDE;
			else begin
				if(product0)
					next_state = ADD;
				else
					next_state = SHIFT;
			end
		end
		ADD: begin
			next_state = SHIFT;
		end
		SHIFT: begin
			next_state = DECIDE;
		end
	endcase
end
always @ (*) begin
	wr_multiplicand 	= 1'b0;
	wr_product 			= 1'b0;
	wr_iteration 		= 1'b0;
	sl_add_shift 		= 1'b0;
	sl_iteration		= 1'b0;
	sl_input				= 1'b0;
	case (current_state)
		IDLE: begin
			wr_multiplicand 	= 1'b1;
			wr_product 			= 1'b1;
			wr_iteration 		= 1'b1;
			sl_input 			= 1'b1;
		end
		DECIDE: begin
		end
		ADD: begin
			wr_product 		= 1'b1;
			sl_add_shift 	= 1'b0;
			sl_input 		= 1'b0;
		end
		SHIFT: begin
			sl_add_shift 	= 1'b1;
			wr_product 		= 1'b1;
			sl_input 		= 1'b0;
			sl_iteration	= 1'b1;
			wr_iteration	= 1'b1;
		end
	endcase
end
endmodule
module datapath(
	input wr_multiplicand,
	input wr_product,
	input wr_iteration,
	input sl_add_shift,
	input sl_input,
	input sl_iteration,
	input [31:0] multiplicand, multiplier,
	input clock,
	output stop,
	output [63:0] product);
reg [63:0] reg_product;
reg [31:0] reg_multiplicand;
reg [31:0] reg_multiplier;
reg [5:0] reg_iteration;
wire [63:0] w_comp;
wire [63:0] w_adder;
wire [63:0] w_shift;
wire [63:0] w_product;
wire [63:0] w_alpha;
wire [5:0] w_iteration;
wire [5:0] w_itsum;
assign w_adder 	= {reg_product[63:32] + reg_multiplicand, reg_product[31:0]};
assign w_comp 		= {32'd0, multiplier};
assign w_shift 	= reg_product >> 1;
assign w_itsum 	= reg_iteration + 6'd1;
assign product		= reg_product;
assign stop 		= reg_iteration >= 32;
assign w_alpha 		= sl_add_shift ? w_shift : w_adder;
assign w_product 		= sl_input ? w_comp : w_alpha;
assign w_iteration 	= sl_iteration ? w_itsum : 6'd0;
always @ (posedge clock) begin
	if(wr_multiplicand)
		reg_multiplicand <= multiplicand;
	if(wr_product)
		reg_product <= w_product;
	if(wr_iteration)
		reg_iteration <= w_iteration;
end
endmodule
module mult_32(
	input [31:0] multiplier, multiplicand,
	input clock, reset,
	output [63:0] product);
wire wr_multiplicand, wr_iteration, wr_product;
wire sl_add_shift, sl_input, sl_iteration;
wire stop;
wire [63:0] temp_product;
assign product = temp_product;
datapath d0(
	.wr_multiplicand(wr_multiplicand),
	.wr_product(wr_product),
	.wr_iteration(wr_iteration),
	.sl_add_shift(sl_add_shift),
	.sl_input(sl_input),
	.sl_iteration(sl_iteration),
	.multiplicand (multiplicand), 
	.multiplier(multiplier),
	.clock(clock),
	.stop(stop),
	.product(temp_product)
);
control c0(
	.wr_multiplicand(wr_multiplicand),
	.wr_product(wr_product),
	.wr_iteration(wr_iteration),
	.sl_add_shift(sl_add_shift),
	.sl_input(sl_input),
	.sl_iteration(sl_iteration),
	.product0(temp_product[0]),
	.stop(stop),
	.clock(clock),
	.reset(reset)
);
endmodule
</file>
<file path="/design/flow/run.sh">
#!/bin/bash
# OpenROAD 26Q1-2900-gdf79404cd8, Yosys 0.63+post, stock flow scripts
make -C /OpenROAD-flow-scripts/flow DESIGN_CONFIG=/design/flow/config.mk WORK_HOME=/design/flow/orfs finish
</file>
==> impl_metrics.xml <==
<?xml version="1.0" encoding="UTF-8"?>
<metrics>
  <group name="power">
    <metric name="cellInternalPower" unit="mW">1.27</metric>
    <metric name="switchingPower" unit="mW">0.559</metric>
    <metric name="report.power.total" unit="mW">1.83</metric>
    <metric name="power.ir.vdd_worst" unit="uV">146</metric>
    <metric name="swShare" unit="">0.306</metric>
    <metric name="power.density" unit="nW/um^2">246</metric>
    <metric name="power.share.sequential" unit="">0.436</metric>
    <metric name="comb_power_share" unit="">0.325</metric>
    <metric name="cellLeakagePower" unit="nW">2.80</metric>
    <metric name="relative_contribution_of_the_clock_network_to_total_power" unit="">0.240</metric>
  </group>
  <group name="cells_and_area">
    <metric name="most_numerous_logic_cell_after_layout" unit="">sky130_fd_sc_hd__clkdlybuf4s50_1</metric>
    <metric name="syn_to_final_growth" unit="%">21.4</metric>
    <metric name="area_of_all_placed_cells_without_fillers" unit="sq um">7440</metric>
    <metric name="drive_gt1_frac" unit="">0.0443</metric>
    <metric name="final_cells" unit="">779</metric>
    <metric name="lay_top_cells" unit="">sky130_fd_sc_hd__clkdlybuf4s50_1 (129), sky130_fd_sc_hd__edfxtp_1 (102), sky130_fd_sc_hd__nand2_1 (55)</metric>
  </group>
  <group name="clocking">
    <metric name="clk_pin_slew" unit="ps">70</metric>
    <metric name="cts_sinks" unit="">106</metric>
    <metric name="cts_repair_resize_count" unit="">0</metric>
    <metric name="post_cts_buffers" unit="">0</metric>
    <metric name="cts_tree" unit="">built</metric>
    <metric name="clock_tree.htree_level_count" unit="">3</metric>
    <metric name="clock-root-buffer" unit="">sky130_fd_sc_hd__clkbuf_16</metric>
    <metric name="cts_buffers" unit="">9</metric>
    <metric name="holdBufCountCts" unit="">0</metric>
    <metric name="clock.latency.late_pin" unit="ps">340</metric>
    <metric name="cts_max_path_buffers" unit="">2</metric>
  </group>
  <group name="global_routing">
    <metric name="grt_start_max_net_pins" unit="">57</metric>
    <metric name="grt.total_usage" unit="">0.233</metric>
    <metric name="grt_pass1_vias" unit="">4347</metric>
    <metric name="grt_pass1_wl" unit="mm">22.0</metric>
    <metric name="antenna_found_initial" unit="">0</metric>
    <metric name="grt_remaining_overflow" unit="">0</metric>
  </group>
  <group name="min_path">
    <metric name="timing.hold.worst.class" unit="">register to register</metric>
    <metric name="hp_start" unit="">c0.current_state[2]$_DFF_P_</metric>
  </group>
  <group name="drt">
    <metric name="antennaDiodeCount" unit="">0</metric>
    <metric name="vias_per_cell" unit="">5.64</metric>
    <metric name="post-route-drc-count" unit="">0</metric>
    <metric name="detailedRoute.firstPassIterationCount" unit="">4</metric>
    <metric name="detailedRoute.firstIterationViolations" unit="">324</metric>
    <metric name="antenna_viol_nets_final" unit="">0</metric>
    <metric name="detail_route.wirelength" unit="mm">13.3</metric>
    <metric name="vias" unit="">4396</metric>
    <metric name="average_wire_length_per_cell_after_detail_routing" unit="um">17.1</metric>
  </group>
  <group name="final_timing">
    <metric name="maxClockFrequency" unit="MHz">347</metric>
    <metric name="timing.final.setup_violations" unit="">0</metric>
    <metric name="drv_slew" unit="">0</metric>
    <metric name="hold_ws" unit="ps">510</metric>
    <metric name="worst_slew_pin_slew" unit="ps">672</metric>
    <metric name="timing.final.hold_violations" unit="">0</metric>
    <metric name="finClkSkew" unit="ps">6.06</metric>
    <metric name="unrepaired_setup_endpoints_after_global_routing" unit="">false</metric>
    <metric name="finalWorstPathRequiredPeriod" unit="ps">2880</metric>
    <metric name="setup_tns" unit="ps">0</metric>
    <metric name="slew_headroom" unit="">0.552</metric>
    <metric name="finalCritPeriodShare" unit="">0.384</metric>
  </group>
  <group name="placement">
    <metric name="post-place-cells" unit="">763</metric>
    <metric name="routabilityCongestion" unit="">0.896</metric>
    <metric name="placed_cell_area" unit="sq um">7170</metric>
    <metric name="port_buffers" unit="">129</metric>
    <metric name="dp.final_hpwl" unit="mm">9.41</metric>
  </group>
  <group name="run">
    <metric name="tool_warnings" unit="">28</metric>
    <metric name="drv_cap" unit="">0</metric>
  </group>
  <group name="die">
    <metric name="die_x" unit="um">113</metric>
    <metric name="floorplan.die.height" unit="um">113</metric>
    <metric name="die_area" unit="sq um">12700</metric>
    <metric name="floorplan.initialDensity" unit="">0.512</metric>
    <metric name="i_o_pin_total" unit="">130</metric>
    <metric name="rows" unit="">40</metric>
    <metric name="core_area" unit="sq um">12000</metric>
  </group>
  <group name="run_status">
    <metric name="run_status" unit="">finished, final reports clean</metric>
  </group>
  <group name="worst_setup_path">
    <metric name="crit_buf_inv" unit="">0</metric>
    <metric name="cell_chain_of_the_critical_path" unit="">ha_1 -&gt; fa_1 -&gt; a21o_2 -&gt; a221oi_2 -&gt; o31a_2 -&gt; o31ai_1 -&gt; or4_1 -&gt; nand3_1</metric>
    <metric name="max_stage_delay" unit="ps">500</metric>
    <metric name="timing.critical_path.to_type" unit="">register</metric>
    <metric name="setup.worst_path.start_class" unit="">register</metric>
    <metric name="cp-startpoint" unit="">d0.reg_product[32]$_SDFFCE_PP0N_</metric>
    <metric name="arrival" unit="ps">3090</metric>
    <metric name="slowest_stage_cell_crit_path" unit="">sky130_fd_sc_hd__or4_1</metric>
    <metric name="critical_path_s_top_delay_family" unit="">AND-OR/OR-AND gates</metric>
    <metric name="timing.critical_path.fanout_max" unit="">5</metric>
    <metric name="worst_r2r_startpoint" unit="">d0.reg_product[32]$_SDFFCE_PP0N_</metric>
    <metric name="timing.setup.critical_path_class" unit="">register to register</metric>
    <metric name="critPathRequiredTime" unit="ps">7710</metric>
  </group>
  <group name="synthesis">
    <metric name="synthesis.instances" unit="">542</metric>
    <metric name="ys.flops" unit="">106</metric>
    <metric name="post_synth.cell_area_avg" unit="sq um">11.3</metric>
    <metric name="number_of_enable_flip_flop_cells" unit="">102</metric>
    <metric name="yosys.cell_types.count" unit="">56</metric>
    <metric name="async_flop_share" unit="">0</metric>
    <metric name="synth-seq-area-share" unit="">0.513</metric>
    <metric name="synth-warning-count" unit="">2</metric>
    <metric name="yosys_reported_design_area_after_synthesis" unit="sq um">6130</metric>
    <metric name="area_of_the_mapped_netlist" unit="sq um">6130</metric>
    <metric name="synth-main-ff-cell" unit="">sky130_fd_sc_hd__edfxtp_1</metric>
    <metric name="yosysCellCount" unit="">542</metric>
  </group>
</metrics>
## flip-flops by register name (all words and copies together), names as in the netlist
| register | flops |
|---|---|
| d0.reg_product | 64 |
| d0.reg_multiplicand | 32 |
| d0.reg_iteration | 6 |
| c0.current_state | 4 |
## worst paths after layout
path,slack (ps),to,cells after the start
setup / recovery,4620,d0.reg_product[56]$_SDFFCE_PP0N_,8
hold / removal,510,c0.current_state[2]$_DFF_P_,2
setup reg to reg,4620,d0.reg_product[56]$_SDFFCE_PP0N_,8
hold reg to reg,510,c0.current_state[2]$_DFF_P_,2
## synth_stat cells, types with 6 or more instances
cell type                  count  area share
sky130_fd_sc_hd__a22o_1       34       0.049
sky130_fd_sc_hd__nor2_1       24       0.015
sky130_fd_sc_hd__xnor2_1      13       0.019
sky130_fd_sc_hd__inv_1        13      0.0080
sky130_fd_sc_hd__ha_1         33       0.067
sky130_fd_sc_hd__nand2_1      55       0.034
sky130_fd_sc_hd__clkbuf_1     22       0.013
sky130_fd_sc_hd__edfxtp_1    102        0.50
sky130_fd_sc_hd__and3_1        6      0.0061
sky130_fd_sc_hd__nor3_1        8      0.0065
sky130_fd_sc_hd__a21o_1        7      0.0086
sky130_fd_sc_hd__nand4_1       9      0.0092
sky130_fd_sc_hd__nand3_1      12      0.0098
sky130_fd_sc_hd__xor2_1       13       0.019
sky130_fd_sc_hd__a21oi_1      36       0.029
sky130_fd_sc_hd__o21ai_0      40       0.033
sky130_fd_sc_hd__or3_1         6      0.0061
sky130_fd_sc_hd__buf_4        32       0.039
## per-layer routing
metal	routed length [um]	GRT usage	vias up	part of all wire
met1	6550	0.408	2072	0.49
li1	-	-	2192	-
met2	5960	0.342	121	0.45
met5	0	0	-	0
met4	121	0.0213	0	0.0091
met3	687	0.0453	11	0.052
## power groups by stage
stage / logic, mW / clock network (mW) / registers (mW)
4_1_cts: 0.594 / 0.452 / 0.797
5_1_grt: 0.660 / 0.476 / 0.807
6_report: 0.593 / 0.438 / 0.796
## tightest hold or removal path, delay by kind of cell (launching register included)
kind            cells  cell delay (ps)
compound gates      1               60
simple gates        1               60
flops               1              340
## layout make-up
| type | instances | area (sq um) |
|---|---|---|
| Multi-Input combinational cell | 362 | 2460 |
| Timing Repair Buffer | 135 | 1340 |
| Sequential cell | 106 | 3140 |
| Inverter | 13 | 48.8 |
| Fill cell | 943 | 4520 |
| Clock buffer | 14 | 254 |
| Tap cell | 147 | 184 |
| Clock inverter | 2 | 15.0 |
## metrics by stage
stage	setup slack, ps	utilization
after floorplan	4740	-
after global placement	4690	0.600
after detailed placement	4650	0.600
after CTS	4620	0.622
after global routing	4470	0.622
final	4620	0.622
## logic make-up (layout without fill, tap and decap cells)
| group | after synthesis | in the layout | synth area share |
|---|---|---|---|
| AND-OR/OR-AND | 158 | 158 | 0.176 |
| XOR/XNOR | 26 | 26 | 0.0372 |
| adder cells (fa/ha/maj) | 34 | 34 | 0.0706 |
| buffers and inverters | 74 | 164 | 0.0872 |
| flip-flops | 106 | 106 | 0.513 |
| multiplexers | 2 | 2 | 0.00327 |
| AND/OR/NAND/NOR | 142 | 142 | 0.113 |
Power and IR drop assume default switching activity.
