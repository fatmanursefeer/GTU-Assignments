===== /design/flow/constraint.sdc =====
current_design alu_32_bit

set clk_period 30.2
set clk_io_pct 0.2

create_clock -name clk0 -period $clk_period

set non_clock_inputs [all_inputs -no_clocks]
set_input_delay [expr $clk_period * $clk_io_pct] -clock clk0 $non_clock_inputs
set_output_delay [expr $clk_period * $clk_io_pct] -clock clk0 [all_outputs]

===== /design/flow/config.mk =====
export PLATFORM = sky130hd
export DESIGN_NAME = alu_32_bit
export DESIGN_NICKNAME = alu_32_bit
export VERILOG_FILES = /design/flow/design.v
export SDC_FILE = /design/flow/constraint.sdc
export NUM_CORES = 4
export LEC_CHECK = 1
export CORE_UTILIZATION = 50

===== /design/flow/run.sh =====
#!/bin/bash
# OpenROAD 26Q1-2900-gdf79404cd8, Yosys 0.63+post, stock flow scripts
make -C /OpenROAD-flow-scripts/flow DESIGN_CONFIG=/design/flow/config.mk WORK_HOME=/design/flow/orfs finish

===== /design/flow/design.v =====
module adder (input [31:0] A, B, input Carry_In, output [31:0] Sum, output Carry_Out, Carry_Overflow);
wire [29:0] w0;
full_adder fa0 (A[0], B[0], Carry_In, Sum[0], w0[0]);
full_adder fa1 (A[1], B[1], w0[0], Sum[1], w0[1]);
full_adder fa2 (A[2], B[2], w0[1], Sum[2], w0[2]);
full_adder fa3 (A[3], B[3], w0[2], Sum[3], w0[3]);
full_adder fa4 (A[4], B[4], w0[3], Sum[4], w0[4]);
full_adder fa5 (A[5], B[5], w0[4], Sum[5], w0[5]);
full_adder fa6 (A[6], B[6], w0[5], Sum[6], w0[6]);
full_adder fa7 (A[7], B[7], w0[6], Sum[7], w0[7]);
full_adder fa8 (A[8], B[8], w0[7], Sum[8], w0[8]);
full_adder fa9 (A[9], B[9], w0[8], Sum[9], w0[9]);
full_adder fa10 (A[10], B[10], w0[9], Sum[10], w0[10]);
full_adder fa11 (A[11], B[11], w0[10], Sum[11], w0[11]);
full_adder fa12 (A[12], B[12], w0[11], Sum[12], w0[12]);
full_adder fa13 (A[13], B[13], w0[12], Sum[13], w0[13]);
full_adder fa14 (A[14], B[14], w0[13], Sum[14], w0[14]);
full_adder fa15 (A[15], B[15], w0[14], Sum[15], w0[15]);
full_adder fa16 (A[16], B[16], w0[15], Sum[16], w0[16]);
full_adder fa17 (A[17], B[17], w0[16], Sum[17], w0[17]);
full_adder fa18 (A[18], B[18], w0[17], Sum[18], w0[18]);
full_adder fa19 (A[19], B[19], w0[18], Sum[19], w0[19]);
full_adder fa20 (A[20], B[20], w0[19], Sum[20], w0[20]);
full_adder fa21 (A[21], B[21], w0[20], Sum[21], w0[21]);
full_adder fa22 (A[22], B[22], w0[21], Sum[22], w0[22]);
full_adder fa23 (A[23], B[23], w0[22], Sum[23], w0[23]);
full_adder fa24 (A[24], B[24], w0[23], Sum[24], w0[24]);
full_adder fa25 (A[25], B[25], w0[24], Sum[25], w0[25]);
full_adder fa26 (A[26], B[26], w0[25], Sum[26], w0[26]);
full_adder fa27 (A[27], B[27], w0[26], Sum[27], w0[27]);
full_adder fa28 (A[28], B[28], w0[27], Sum[28], w0[28]);
full_adder fa29 (A[29], B[29], w0[28], Sum[29], w0[29]);
full_adder fa30 (A[30], B[30], w0[29], Sum[30], Carry_Overflow);
full_adder fa31 (A[31], B[31], Carry_Overflow, Sum[31], Carry_Out);
endmodule
module alu_32_bit (input [31:0] A, B, Mult, input [2:0] ALUOp, output [31:0] Result);
wire [31:0] muxAddMult, muxBorBnot, w1, w2, wBNot; 
wire [31:0] wireAdd, wireMult, wireXor, wireAnd, wireOr, wireNor, wireOutSlt, wOutSlt;
wire [3:0] w0;
wire [1:0] wForAdderCarrys;
wire w3, w4, w5, w6, w7, w8, w9, wCarryIn, wSlt, wireOSlt;
not not0 (w3, ALUOp[0]);
not not1 (w4, ALUOp[1]);
not not2 (w5, ALUOp[2]);
xor xor0 (w6, ALUOp[1], ALUOp[2]);
and and0 (w7, w5, w4, ALUOp[0]);
and and1 (w8, ALUOp[2], ALUOp[1], w3);
or or0 (w9, w7, w8);
not_32_bit not3 (B, wBNot);
mux_2x1_32_bit mux0 (A, Mult, w6, muxAddMult);
mux_2x1_32_bit mux1 (B, wBNot, w9, muxBorBnot);
mux_2x1_1_bit mux2 (1'b0, 1'b1, w9, wCarryIn);
adder add0 (muxAddMult, muxBorBnot, wCarryIn, wireAdd, wForAdderCarrys[0], wForAdderCarrys[1]);
xor xor2 (wSlt, wForAdderCarrys[0], wForAdderCarrys[1]);
xor xor3 (wireOSlt, wSlt, wireAdd[31]);
or or2 (wireOutSlt[0], wireOSlt, 1'b0);
or_32_bit or3 ({32{1'b0}}, wireOutSlt, wOutSlt);
xor_32_bit xor1 (A, B, wireXor);
and_32_bit and2 (A, B, wireAnd);
or_32_bit or1 (A, B, wireOr);
nor_32_bit nor0 (A, B, wireNor);
mux_8x1_32_bit mux3 (wireAdd, wireAdd, wireAdd, wireXor, wireAnd, wireOr, wOutSlt, wireNor, ALUOp, Result);
endmodule
module and_32_bit (input [31:0] A, B, output [31:0] out);
and and0 (out[0], A[0], B[0]);
and and1 (out[1], A[1], B[1]);
and and2 (out[2], A[2], B[2]);
and and3 (out[3], A[3], B[3]);
and and4 (out[4], A[4], B[4]);
and and5 (out[5], A[5], B[5]);
and and6 (out[6], A[6], B[6]);
and and7 (out[7], A[7], B[7]);
and and8 (out[8], A[8], B[8]);
and and9 (out[9], A[9], B[9]);
and and10 (out[10], A[10], B[10]);
and and11 (out[11], A[11], B[11]);
and and12 (out[12], A[12], B[12]);
and and13 (out[13], A[13], B[13]);
and and14 (out[14], A[14], B[14]);
and and15 (out[15], A[15], B[15]);
and and16 (out[16], A[16], B[16]);
and and17 (out[17], A[17], B[17]);
and and18 (out[18], A[18], B[18]);
and and19 (out[19], A[19], B[19]);
and and20 (out[20], A[20], B[20]);
and and21 (out[21], A[21], B[21]);
and and22 (out[22], A[22], B[22]);
and and23 (out[23], A[23], B[23]);
and and24 (out[24], A[24], B[24]);
and and25 (out[25], A[25], B[25]);
and and26 (out[26], A[26], B[26]);
and and27 (out[27], A[27], B[27]);
and and28 (out[28], A[28], B[28]);
and and29 (out[29], A[29], B[29]);
and and30 (out[30], A[30], B[30]);
and and31 (out[31], A[31], B[31]);
endmodule
module full_adder (input A, B, Carry_In, output Sum, Carry_Out);
wire w0, w1, w2;
half_adder ha_1 (A, B, w0, w1);
half_adder ha_2 (w0, Carry_In, Sum, w2);
or or1 (Carry_Out, w2, w1);
endmodule
module half_adder (input A, B, output Sum, Carry);
xor s1 (Sum, A, B);
and s2 (Carry, A, B);
endmodule
module mux_2x1_1_bit (input In0, In1, ALUOp, output  Out);
wire w0, w1, w2;
not not0 (w0, ALUOp);
and and0 (w1, In0, w0);
and and1 (w2, In1, ALUOp);
or or0 (Out, w1, w2);
endmodule
module mux_2x1_32_bit (input [31:0] In0, In1, input ALUOp, output [31:0] Out);
mux_2x1_1_bit mux0 (In0[0], In1[0], ALUOp, Out[0]);
mux_2x1_1_bit mux1 (In0[1], In1[1], ALUOp, Out[1]);
mux_2x1_1_bit mux2 (In0[2], In1[2], ALUOp, Out[2]);
mux_2x1_1_bit mux3 (In0[3], In1[3], ALUOp, Out[3]);
mux_2x1_1_bit mux4 (In0[4], In1[4], ALUOp, Out[4]);
mux_2x1_1_bit mux5 (In0[5], In1[5], ALUOp, Out[5]);
mux_2x1_1_bit mux6 (In0[6], In1[6], ALUOp, Out[6]);
mux_2x1_1_bit mux7 (In0[7], In1[7], ALUOp, Out[7]);
mux_2x1_1_bit mux8 (In0[8], In1[8], ALUOp, Out[8]);
mux_2x1_1_bit mux9 (In0[9], In1[9], ALUOp, Out[9]);
mux_2x1_1_bit mux10 (In0[10], In1[10], ALUOp, Out[10]);
mux_2x1_1_bit mux11 (In0[11], In1[11], ALUOp, Out[11]);
mux_2x1_1_bit mux12 (In0[12], In1[12], ALUOp, Out[12]);
mux_2x1_1_bit mux13 (In0[13], In1[13], ALUOp, Out[13]);
mux_2x1_1_bit mux14 (In0[14], In1[14], ALUOp, Out[14]);
mux_2x1_1_bit mux15 (In0[15], In1[15], ALUOp, Out[15]);
mux_2x1_1_bit mux16 (In0[16], In1[16], ALUOp, Out[16]);
mux_2x1_1_bit mux17 (In0[17], In1[17], ALUOp, Out[17]);
mux_2x1_1_bit mux18 (In0[18], In1[18], ALUOp, Out[18]);
mux_2x1_1_bit mux19 (In0[19], In1[19], ALUOp, Out[19]);
mux_2x1_1_bit mux20 (In0[20], In1[20], ALUOp, Out[20]);
mux_2x1_1_bit mux21 (In0[21], In1[21], ALUOp, Out[21]);
mux_2x1_1_bit mux22 (In0[22], In1[22], ALUOp, Out[22]);
mux_2x1_1_bit mux23 (In0[23], In1[23], ALUOp, Out[23]);
mux_2x1_1_bit mux24 (In0[24], In1[24], ALUOp, Out[24]);
mux_2x1_1_bit mux25 (In0[25], In1[25], ALUOp, Out[25]);
mux_2x1_1_bit mux26 (In0[26], In1[26], ALUOp, Out[26]);
mux_2x1_1_bit mux27 (In0[27], In1[27], ALUOp, Out[27]);
mux_2x1_1_bit mux28 (In0[28], In1[28], ALUOp, Out[28]);
mux_2x1_1_bit mux29 (In0[29], In1[29], ALUOp, Out[29]);
mux_2x1_1_bit mux30 (In0[30], In1[30], ALUOp, Out[30]);
mux_2x1_1_bit mux31 (In0[31], In1[31], ALUOp, Out[31]);
endmodule
module mux_8x1_32_bit (input [31:0] In0, In1, In2, In3, In4, In5, In6, In7, input [2:0] ALUOp, output [31:0] Out);
wire [31:0] w0, w1, w2, w3, w4, w5;
mux_2x1_32_bit mux0 (In0, In1, ALUOp[0], w0);
mux_2x1_32_bit mux1 (In2, In3, ALUOp[0], w1);
mux_2x1_32_bit mux2 (In4, In5, ALUOp[0], w2);
mux_2x1_32_bit mux3 (In6, In7, ALUOp[0], w3);
mux_2x1_32_bit mux4 (w0, w1, ALUOp[1], w4);
mux_2x1_32_bit mux5 (w2, w3, ALUOp[1], w5);
mux_2x1_32_bit mux6 (w4, w5, ALUOp[2], Out);
endmodule
module nor_32_bit (input [31:0] A, B, output [31:0] out);
nor nor0 (out[0], A[0], B[0]);
nor nor1 (out[1], A[1], B[1]);
nor nor2 (out[2], A[2], B[2]);
nor nor3 (out[3], A[3], B[3]);
nor nor4 (out[4], A[4], B[4]);
nor nor5 (out[5], A[5], B[5]);
nor nor6 (out[6], A[6], B[6]);
nor nor7 (out[7], A[7], B[7]);
nor nor8 (out[8], A[8], B[8]);
nor nor9 (out[9], A[9], B[9]);
nor nor10 (out[10], A[10], B[10]);
nor nor11 (out[11], A[11], B[11]);
nor nor12 (out[12], A[12], B[12]);
nor nor13 (out[13], A[13], B[13]);
nor nor14 (out[14], A[14], B[14]);
nor nor15 (out[15], A[15], B[15]);
nor nor16 (out[16], A[16], B[16]);
nor nor17 (out[17], A[17], B[17]);
nor nor18 (out[18], A[18], B[18]);
nor nor19 (out[19], A[19], B[19]);
nor nor20 (out[20], A[20], B[20]);
nor nor21 (out[21], A[21], B[21]);
nor nor22 (out[22], A[22], B[22]);
nor nor23 (out[23], A[23], B[23]);
nor nor24 (out[24], A[24], B[24]);
nor nor25 (out[25], A[25], B[25]);
nor nor26 (out[26], A[26], B[26]);
nor nor27 (out[27], A[27], B[27]);
nor nor28 (out[28], A[28], B[28]);
nor nor29 (out[29], A[29], B[29]);
nor nor30 (out[30], A[30], B[30]);
nor nor31 (out[31], A[31], B[31]);
endmodule
module not_32_bit (input [31:0] In, output [31:0] Out);
not not0 (Out[0], In[0]);
not not1 (Out[1], In[1]);
not not2 (Out[2], In[2]);
not not3 (Out[3], In[3]);
not not4 (Out[4], In[4]);
not not5 (Out[5], In[5]);
not not6 (Out[6], In[6]);
not not7 (Out[7], In[7]);
not not8 (Out[8], In[8]);
not not9 (Out[9], In[9]);
not not10 (Out[10], In[10]);
not not11 (Out[11], In[11]);
not not12 (Out[12], In[12]);
not not13 (Out[13], In[13]);
not not14 (Out[14], In[14]);
not not15 (Out[15], In[15]);
not not16 (Out[16], In[16]);
not not17 (Out[17], In[17]);
not not18 (Out[18], In[18]);
not not19 (Out[19], In[19]);
not not20 (Out[20], In[20]);
not not21 (Out[21], In[21]);
not not22 (Out[22], In[22]);
not not23 (Out[23], In[23]);
not not24 (Out[24], In[24]);
not not25 (Out[25], In[25]);
not not26 (Out[26], In[26]);
not not27 (Out[27], In[27]);
not not28 (Out[28], In[28]);
not not29 (Out[29], In[29]);
not not30 (Out[30], In[30]);
not not31 (Out[31], In[31]);
endmodule
module or_32_bit (input [31:0] A, B, output [31:0] out);
or or0 (out[0], A[0], B[0]);
or or1 (out[1], A[1], B[1]);
or or2 (out[2], A[2], B[2]);
or or3 (out[3], A[3], B[3]);
or or4 (out[4], A[4], B[4]);
or or5 (out[5], A[5], B[5]);
or or6 (out[6], A[6], B[6]);
or or7 (out[7], A[7], B[7]);
or or8 (out[8], A[8], B[8]);
or or9 (out[9], A[9], B[9]);
or or10 (out[10], A[10], B[10]);
or or11 (out[11], A[11], B[11]);
or or12 (out[12], A[12], B[12]);
or or13 (out[13], A[13], B[13]);
or or14 (out[14], A[14], B[14]);
or or15 (out[15], A[15], B[15]);
or or16 (out[16], A[16], B[16]);
or or17 (out[17], A[17], B[17]);
or or18 (out[18], A[18], B[18]);
or or19 (out[19], A[19], B[19]);
or or20 (out[20], A[20], B[20]);
or or21 (out[21], A[21], B[21]);
or or22 (out[22], A[22], B[22]);
or or23 (out[23], A[23], B[23]);
or or24 (out[24], A[24], B[24]);
or or25 (out[25], A[25], B[25]);
or or26 (out[26], A[26], B[26]);
or or27 (out[27], A[27], B[27]);
or or28 (out[28], A[28], B[28]);
or or29 (out[29], A[29], B[29]);
or or30 (out[30], A[30], B[30]);
or or31 (out[31], A[31], B[31]);
endmodule
module xor_32_bit (input [31:0] A, B, output [31:0] out);
xor xor0 (out[0], A[0], B[0]);
xor xor1 (out[1], A[1], B[1]);
xor xor2 (out[2], A[2], B[2]);
xor xor3 (out[3], A[3], B[3]);
xor xor4 (out[4], A[4], B[4]);
xor xor5 (out[5], A[5], B[5]);
xor xor6 (out[6], A[6], B[6]);
xor xor7 (out[7], A[7], B[7]);
xor xor8 (out[8], A[8], B[8]);
xor xor9 (out[9], A[9], B[9]);
xor xor10 (out[10], A[10], B[10]);
xor xor11 (out[11], A[11], B[11]);
xor xor12 (out[12], A[12], B[12]);
xor xor13 (out[13], A[13], B[13]);
xor xor14 (out[14], A[14], B[14]);
xor xor15 (out[15], A[15], B[15]);
xor xor16 (out[16], A[16], B[16]);
xor xor17 (out[17], A[17], B[17]);
xor xor18 (out[18], A[18], B[18]);
xor xor19 (out[19], A[19], B[19]);
xor xor20 (out[20], A[20], B[20]);
xor xor21 (out[21], A[21], B[21]);
xor xor22 (out[22], A[22], B[22]);
xor xor23 (out[23], A[23], B[23]);
xor xor24 (out[24], A[24], B[24]);
xor xor25 (out[25], A[25], B[25]);
xor xor26 (out[26], A[26], B[26]);
xor xor27 (out[27], A[27], B[27]);
xor xor28 (out[28], A[28], B[28]);
xor xor29 (out[29], A[29], B[29]);
xor xor30 (out[30], A[30], B[30]);
xor xor31 (out[31], A[31], B[31]);
endmodule

==> results.toml <==
# implementation run metrics
[final_layout]
final_cells = 634
syn2layout_area_growth_pct = 27.43
final_area_um2 = 4941
final_util = 0.6705
nFillCells = 603
seq_area_um2 = 0
flop-count = 0
drive_gt1_frac = 0.04486
nClkBuffers = 0

[flow_run]
maxCapViolations = 0
tool_warnings = 68

[placement]
hpwlAfterDp_mm = 6.503
placedCellCount = 634
port_buffers = 131
place_congestion = 0.8264
placed_cell_area_um2 = 4941

[global_routing]
grt.total_usage = 0.2209
grt_antenna_before_repair = 0
grt_pass1_vias = 3047
gr-total-overflow = 0
grt_max_degree = 64
grt_pass1_wl_mm = 14.51

[yosys]
avgSynthCellArea_um2 = 8.429
ys_types = 25
yosysCellCount = 460
yosys.area.top_type_share = 0.2130
ys_top_cells_by_count = "67 x inv_1, 66 x ha_1, 63 x xnor2_1"
top_area_cell = "ha_1"
ys_area_um2 = 3877
netlist_area_um2 = 3877
yosysWarnings = 31
topCellsByArea = "ha_1 21%, fa_1 17%, xnor2_1 14%"
syn_inst = 460
ys_seq_share = 0
most_common_cell = "inv_1"

[power_and_ir_drop]
combinationalPowerShare = 1.000
p_total_uw = 106.4
p_seq_frac = 0
ir_worst_vdd_mv = 0.02198
leakage_nw = 2.323
p_int_uw = 59.69
p_per_area_nw_per_um2 = 21.53
p_clk_frac = 0
switchingPower_uw = 46.68
swShare = 0.4389

[floorplanning]
die_h_um = 90.06
fp_util = 0.5261
coreArea_um2 = 7370
io_pins = 131
die_w_um = 90.06
die_area_um2 = 8111
rows = 31

[clock_tree]
postCtsHoldBufs = 0
post_cts_resized = 0
postCtsSetupBuffers = 0

[timing]
layout_min_cycle_time_ns = 27.99
slew_violations = 0
hold_violations = 0
fmax_mhz = 35.73
tightest_slew_ns = 0.7188
setup_violations = 0
finalClockPeriodUsage = 0.9268
slew_headroom = 0.5208
tns_ns = 0
rsz0062_at_grt = "false"

[run_status]
status = "finished, final reports clean"

[setup_path]
worstSetupPathType = "in2out"
cpMostUsedCell = "fa_1"
worstPathArrival_ns = 21.95
crit_slowest_cell = "buf_4"
cp-end-kind = "output pin"
crit_fanout = 63
cp.required_ns = 24.16
critPathLaunchType = "primary input"
max_stage_delay_ns = 0.54

[min_path]
hold_end = "Result[0]"
worstHoldStart = "ALUOp[0]"
hold_path.class = "in2out"
min_delay_path_depth = 5

[route]
wirelength_mm = 8.652
firstDrtPassIters = 4
drt_iter0_markers = 115
antenna_left = 0
vias_per_cell = 5.088
drc = 0
antenna_cells = 0
vias = 3226
post_drt_wl_per_cell_um = 13.65
worst max path at each step:
stage | startpoint | endpoint | slack (ns) | depth (start not counted)
finish | ALUOp[1] | Result[0] | 2.21 | 41
global route | ALUOp[1] | Result[0] | 1.48 | 41
CTS | ALUOp[1] | Result[0] | 2.14 | 41
through the flow:
step | setup WS (ns) | hold slack, ns
finish | 2.209 | 13.09
CTS | 2.137 | 13.10
global route | 1.480 | 13.15
global placement | 2.239 | 13.10
detailed placement | 2.196 | 13.09
floorplan | 3.809 | 12.26
cell families (layout without fill, tap and decap cells):
kind of cell | count (synthesis) | after routing | synth area share
fa+ha+maj | 98 | 98 | 0.3782
xor+xnor | 63 | 63 | 0.1423
compound gates | 98 | 98 | 0.1762
simple gates | 35 | 35 | 0.03453
mux | 35 | 35 | 0.09132
buf+inv | 131 | 206 | 0.1775
per-layer routing:
metal / wire length, um / share of wire / up-vias / GRT usage
met5: 0 / 0 / - / 0
met4: 0 / 0 / 0 / 0
met3: 316 / 0.037 / 0 / 0.01460
met2: 4063 / 0.47 / 79 / 0.3670
met1: 4272 / 0.49 / 1507 / 0.3452
li1: - / - / 1640 / -
cell usage in the layout, fill, tap and decap left out, drive strengths merged, types with 2 or more instances in the layout:
| master | count |
|---|---|
| inv | 68 |
| fa | 32 |
| clkdlybuf4s50 | 129 |
| nand2 | 33 |
| a221oi | 31 |
| mux2i | 35 |
| buf | 9 |
| a21oi | 32 |
| o21ai | 30 |
| ha | 66 |
| nor2 | 2 |
| xnor2 | 63 |
layout make-up:
| cell class | instances | area [um2] | share of cell area |
|---|---|---|---|
| inverters | 68 | 255.2 | 0.05166 |
| multi-input cells | 329 | 3208 | 0.6493 |
| well taps | 99 | 123.9 | 0.02507 |
| repair buffers | 138 | 1354 | 0.2740 |
worst max-delay path: cells and delay by family:
kind	cells	cell delay, ns
AOI/OAI and AO/OA	2	0.51
buffers and inverters	5	1.66
adders and majority gates	32	13.24
muxes	2	0.47
power by group through the flow:
stage | Clock (mW) | Combinational, mW | Sequential, mW
after CTS | 0 | 0.108 | 0
after global routing | 0 | 0.121 | 0
final | 0 | 0.106 | 0
Power is estimated from default activity; no workload was simulated.
